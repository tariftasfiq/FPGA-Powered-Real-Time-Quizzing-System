[design.v]
module quizzing_system(
	input clk,
	input master_reset,
	input reset,
	input teamA,
	input teamB,
	input teamC,
	input teamD,
	input correct,
	input end_quiz,
	inout led_com,
	output reg [6:0] seg,
	output reg [7:0] row,
	output reg [7:0] col,
	output reg timeup,
	output reg judging_time,
	output reg [3:0] active_team,
	output reg [3:0] winner_team,
	output [3:0] winner_score,
	output reg buzzer_locked
);
	assign led_com = 1;
    reg [3:0] count;       
    reg [23:0] clk_div;    
    reg [4:0] judging_counter;  
    reg [4:0] total_time_counter;  
    reg [3:0] bcd;
    reg [3:0] scoreA;
    reg [3:0] scoreB;
    reg [3:0] scoreC;
    reg [3:0] scoreD;
	reg start_next_round;
	reg [7:0] state [7:0];
	reg show_score;
	reg update_score;
    initial begin 
	buzzer_locked = 0;
	start_next_round = 1;
	show_score = 0;
	scoreA = 0;
	scoreB = 0;
	scoreC = 0;
	scoreD = 0;
	winner_team = 0;
	update_score = 0;
    end
	always @(posedge clk) begin
		if(master_reset) begin
			active_team <= 4'b0000;
			buzzer_locked <= 0;
			update_score <=0;
			clk_div <= 0;
            count <= 0;
            timeup <= 0;
            judging_time <= 0;
            judging_counter <= 0;
            total_time_counter <= 0;
			scoreA <= 0;
			scoreB <= 0;
			scoreC <= 0;
			scoreD <= 0;
			bcd <= 0;
		end else if(reset) begin
			active_team <= 4'b0000;
			buzzer_locked <= 0;
			update_score <=0;
			clk_div <= 0;
            count <= 0;
            timeup <= 0;
            judging_time <= 0;
            judging_counter <= 0;
            total_time_counter <= 0;
			bcd <= 0;
		end else if(buzzer_locked) begin  
            if (clk_div == 24'd5_000_000) begin  
                clk_div <= 0;
				count <= count + 1;
				if(timeup == 0)
					bcd <= count;
				if(count == 10) begin
					timeup <= 1;
				end
            end else begin
                clk_div <= clk_div + 1;
            end
        end
		if(timeup && end_quiz == 0) begin
				case(active_team)
					4'b0001: bcd <= scoreA;
					4'b0010: bcd <= scoreB;
					4'b0100: bcd <= scoreC;
					4'b1000: bcd <= scoreD;
					default: bcd <= 0;
				endcase
		end 
		if(end_quiz) begin
			if(scoreA > scoreB && scoreA > scoreC && scoreA > scoreD)
				begin
					bcd <= scoreA;
					active_team <= 4'b0001;
				end
			else if (scoreB> scoreA && scoreB > scoreC && scoreB > scoreD)
				begin
					bcd <= scoreB;
					active_team <= 4'b0010;
				end
			else if (scoreC > scoreA && scoreC > scoreB && scoreC > scoreD)
				begin
					bcd <= scoreC;
					active_team <= 4'b0100;
				end
			else if (scoreD > scoreA && scoreD > scoreB && scoreD > scoreC)
				begin
					bcd <= scoreD;
					active_team <= 4'b1000;
				end
			else bcd <= 0;
		end
		if(buzzer_locked == 0 && timeup == 0) begin
			if(teamA) begin
				active_team <= 4'b0001;
				buzzer_locked <= 1;
			end else if(teamB) begin
				active_team <= 4'b0010;
				buzzer_locked <= 1;
			end else if(teamC) begin
				active_team <= 4'b0100;
				buzzer_locked <= 1;
			end else if(teamD) begin
				active_team <= 4'b1000;
				buzzer_locked <= 1;
			end 
		end
		if(correct && buzzer_locked) begin  
			case(active_team)
				4'b0001: scoreA <= scoreA + 1;
				4'b0010: scoreB <= scoreB + 1;
				4'b0100: scoreC <= scoreC + 1;
				4'b1000: scoreD <= scoreD + 1;
			endcase
			buzzer_locked <=0;
		end
end
    always @(*) begin
        case (bcd)
            4'd0: seg = 7'b1111110;  
            4'd1: seg = 7'b0110000;  
            4'd2: seg = 7'b1101101;  
            4'd3: seg = 7'b1111001;  
            4'd4: seg = 7'b0110011;  
            4'd5: seg = 7'b1011011;  
            4'd6: seg = 7'b1011111;  
            4'd7: seg = 7'b1110000;  
            4'd8: seg = 7'b1111111;  
            4'd9: seg = 7'b1111011;  
            4'd10: seg = 7'b1111110;  
            default: seg = 7'b0000000;  
        endcase
    end
	reg [1:0] count_1;        
    reg [2:0] scan_row;        
    reg clk_0;                 
    reg [7:0] clk_1;
    initial begin
        clk_1=8'b00000000;             
        scan_row = 0;
    end
	always @(posedge clk) begin	
		case(active_team)
		4'b0001: begin
				state[0] = 8'b01000000;
				state[1] = 8'b11000000;
				state[2] = 8'b01000000;
				state[3] = 8'b01000000;
				state[4] = 8'b00000000;
				state[5] = 8'b00000000;
				state[6] = 8'b00000000;
				state[7] = 8'b00000000;
				end
		4'b0010: begin
				state[0] = 8'b00000111;
				state[1] = 8'b00000011;
				state[2] = 8'b00000110;
				state[3] = 8'b00000111;
				state[4] = 8'b00000000;
				state[5] = 8'b00000000;
				state[6] = 8'b00000000;
				state[7] = 8'b00000000;
				end
		 4'b0100: begin
				state[0] = 8'b00000000;
				state[1] = 8'b00000000;
				state[2] = 8'b00000000;
				state[3] = 8'b11100000;
				state[4] = 8'b00100000;
				state[5] = 8'b11100000;
				state[6] = 8'b00100000;
				state[7] = 8'b11100000;
				end
		4'b1000: begin
				state[0] = 8'b00000000;
				state[1] = 8'b00000000;
				state[2] = 8'b00000000;
				state[3] = 8'b00000000;
				state[4] = 8'b00000101;
				state[5] = 8'b00000101;
				state[6] = 8'b00000111;
				state[7] = 8'b00000001;
				end
		default: begin
				state[0] = 8'b00000000;
				state[1] = 8'b00000000;
				state[2] = 8'b00000000;
				state[3] = 8'b00000000;
				state[4] = 8'b00000000;
				state[5] = 8'b00000000;
				state[6] = 8'b00000000;
				state[7] = 8'b00000000;
		end
		endcase 
end
	always @(posedge clk) begin
		if(&clk_1) begin
			row <= 1 << scan_row;    
			col <= state[scan_row];     
			scan_row <= scan_row + 1;
		end
		clk_1 <= clk_1+1;
		end
endmodule
[run.sh]
#!/bin/bash
# OpenROAD 26Q1-2900-gdf79404cd8, Yosys 0.63+post, stock flow scripts
make -C /OpenROAD-flow-scripts/flow DESIGN_CONFIG=/design/flow/config.mk WORK_HOME=/design/flow/orfs finish
[config.mk]
export PLATFORM = sky130hd
export DESIGN_NAME = quizzing_system
export DESIGN_NICKNAME = quizzing_system
export VERILOG_FILES = /design/flow/design.v
export SDC_FILE = /design/flow/constraint.sdc
export NUM_CORES = 4
export LEC_CHECK = 1
export CORE_UTILIZATION = 30
[constraint.sdc]
current_design quizzing_system

set clk_period 5.7
set clk_io_pct 0.2

create_clock -name clk0 -period $clk_period [get_ports {clk}]

set non_clock_inputs [all_inputs -no_clocks]
set_input_delay [expr $clk_period * $clk_io_pct] -clock clk0 $non_clock_inputs
set_output_delay [expr $clk_period * $clk_io_pct] -clock clk0 [all_outputs]
==> results.txt <==
This note records the results obtained with Yosys and OpenROAD.

Yosys
Synthesis produced 558 cells. The adder and majority gate portion of the synthesized area is 10.9%. The commonest cells after synthesis are sky130_fd_sc_hd__dfxtp_1 (72), sky130_fd_sc_hd__ha_1 (45), sky130_fd_sc_hd__nand2_1 (44). Per the synth stats, the proportion of register bits with asynchronous set or reset is 0%. The largest non-sequential cell family by area is simple AND/OR/NAND/NOR gates. By area the synthesized netlist is led by sky130_fd_sc_hd__dfxtp_1 (28%), sky130_fd_sc_hd__edfxtp_1 (12%), sky130_fd_sc_hd__ha_1 (11%). Counting the warning lines in the Yosys log gives 6.

The dominant synthesized flop cell is sky130_fd_sc_hd__dfxtp_1. The register area share after synthesis is 39.9%. The number of enable-type register cells in the synthesized netlist is 21.

The cell type that accounts for the most area after synthesis is sky130_fd_sc_hd__dfxtp_1. The distinct cell type count of the synthesized netlist is 72. The fraction of the mapped netlist area in compound gates is 14.5%. The yosys stat cell total is 558. Counting flops and latches in the post-synthesis netlist gives 93.

After synthesis, the mean cell area works out to 9.30 µm². Summing every instance area after synthesis gives 0.00519 mm². Post-synthesis, Yosys gives the total cell area as 0.00519 mm². The most frequently used library cell after synthesis is sky130_fd_sc_hd__dfxtp_1. Per the synthesis report, the single largest cell type by area occupies 27.8% of cell area. After Yosys synthesis, and, or, nand and nor cells account for 22.6% of the synthesized area. The xor/xnor share of the synthesized area is 5.07%. Multiplexer cells account for 1.83% of the synthesized area.

Flow run
The run reported a max-capacitance violation count of 0. The number of warnings reported in the stage logs is 36.

Route
The number of diodes added for antenna fixing is 0. The iteration count of the initial detailed-routing pass is 6. Per the detail_route report, vias per standard cell equal 5.10.

Summing over every cut layer, the via total after detailed routing is 4,153. Once iteration 0 of detailed routing completed, the report listed 439 DRC markers. The wire length recorded after detailed routing is 11,400 µm. The residual antenna-violating net count after detailed routing is 0. The routed design shows a wire length per standard cell of 14.0 µm. The routed layout reports a DRC error count of 0.

Critical path
The number of buffer and inverter stages on the critical path is 2. STA classifies the critical path startpoint as an input port. Among all stages on the critical path, the maximum delay recorded is 670 ps. STA classifies the critical path endpoint as a flip-flop. The critical path goes through clkdlybuf4s50_1, nor2_2, o21ai_4, nor3_2, clkinv_1, mux2_2, ha_1, or4_4, o211ai_1. The required time reported for the critical path endpoint is 5970 ps. The critical path data arrival time is 4410 ps.

The cell family with the largest share of critical-path delay is simple AND/OR/NAND/NOR gates. The critical path's slowest stage uses the library cell sky130_fd_sc_hd__clkdlybuf4s50_1. Of all nets on the critical path, the largest fanout is 25. In the setup report, the worst path falls into the class input port to flip-flop.

Global route
The global router's overall resource usage is 13.4%. The global-route congestion overflow total is 0. The global-route wire length before repair is 18,800 µm. The via count of the first global-routing pass is 3,769. The initial antenna violation count is 0. Entering global routing, the biggest net connects 26 pins.

CTS
The clock tree root driver cell is sky130_fd_sc_hd__clkbuf_16. The total setup buffers inserted after CTS is 0. The cts-stage hold buffer count is 0. The clock transition at the registers of the reported paths is 70 ps. The H-tree was split into 3 levels. Counting the buffers created by CTS gives 9. At the later pin of the worst-skew pair, clock insertion delay measures 340 ps. Looking at the clock tree report, the maximum root-to-sink buffer count equals 2. Post-CTS repair ended up resizing 0 cells. TritonCTS built the clock tree. According to the CTS report, the clock sink count is 93.

Finish
The layout summary lists the proportion of cells stronger than drive strength 1 as 6.40%. Compared with the post-synthesis result, the final layout area differs by 15.8%. Counting the fill cells in the layout gives 1,654. The utilization of the core after routing is 35.8%.

The final standard cell area without fillers is 0.00601 mm².

Floorplanning
The die is 133 µm wide. The full die area is 0.0178 mm². The floorplan has 47 rows. 48 I/O pins were placed. Before placement the cells fill 31.0% of the core. The die is 133 µm tall. According to the floorplan report, the placeable core area is 0.0168 mm².

Final timing
The worst path meets setup with 1550 ps of slack. The part of the cycle the worst path needs is 72.7%. Setup repair after global routing left no endpoint under its margin. The final setup TNS is 0 ps. The number of setup violations in the final report is 0. The highest attainable clock frequency is 0.241 GHz. The transition time recorded at the tightest slew-check pin is 773 ps. The number of slew-limit violations in the final report is 0.

The minimum clock period is 4150 ps. Final hold analysis gives a worst-case slack of 430 ps. The final count of hold timing violations is 0. The worst-case headroom to the max-slew limit is 48.3%.

The worst clock skew is 5.90 ps.

Power
The script computed a power per unit cell area of 244 mW/mm². The static leakage power is 2.28 nW. The worst voltage drop across the vdd grid is 0.178 mV.

Placement
Per the gpl log, the routability congestion estimate is 0.917. Once placement finished, the instance area stood at 0.00573 mm². The number of buffers added on ports is 35. The wire-length estimate of the detail-placed layout is 8330 µm. Prior to clock tree synthesis, the placed netlist has a worst setup slack of 1210 ps.

Run status
The run finished with clean final reports.

Min path
The class of the tightest hold or removal check is flip-flop to flip-flop.
==> per-layer routing <==
| metal | routed length (µm) | GRT usage (%) |
|---|---|---|
| met1 | 5800 | 21.7 |
| met2 | 4610 | 18.5 |
| met3 | 725 | 3.15 |
| met4 | 254 | 2.78 |
| met5 | 0 | 0 |
==> state kept, by name, summed over array words and instances (netlist names), 6 cells and up <==
signal,flops
state,7
seg,7
row,8
clk_1,8
col,6
clk_div,24
==> power by group <==
part           leakage (nW)  internal, mW  total [mW]  switching (mW)
combinational          1.34        0.0814       0.174          0.0921
clock                 0.134         0.301       0.561           0.260
sequential            0.799         0.694       0.730          0.0360
total                  2.28          1.08        1.47           0.388
==> cell type report <==
class	instances	area [µm²]	share of cell area, %
well taps	220	275	4.58
repair buffers	39	380	6.33
multi-input cells	418	2890	48.1
flip-flops and latches	93	2070	34.5
inverters	28	105	1.75
clock buffers	9	225	3.75
clock inverters	7	57.6	0.958
==> per-stage QoR <==
stage | std cells | power (mW)
floorplan | 568 | 0.850
global placement | 798 | 0.912
detailed placement | 798 | 0.915
CTS | 814 | 1.48
global route | 814 | 1.53
finish | 814 | 1.47
==> cell usage in the layout (no fill, tap or decap), types with 4 or more instances in the layout <==
master / n
sky130_fd_sc_hd__nand4_1: 20
sky130_fd_sc_hd__and2_1: 8
sky130_fd_sc_hd__nor4b_2: 4
sky130_fd_sc_hd__nor4_1: 5
sky130_fd_sc_hd__clkdlybuf4s50_1: 35
sky130_fd_sc_hd__inv_1: 27
sky130_fd_sc_hd__xor2_1: 17
sky130_fd_sc_hd__mux2i_1: 5
sky130_fd_sc_hd__o31ai_1: 7
sky130_fd_sc_hd__nand2_1: 44
sky130_fd_sc_hd__and3_1: 12
sky130_fd_sc_hd__nor2_1: 43
sky130_fd_sc_hd__or3_1: 5
sky130_fd_sc_hd__o21ai_1: 8
sky130_fd_sc_hd__clkbuf_16: 9
sky130_fd_sc_hd__a22oi_1: 6
sky130_fd_sc_hd__conb_1: 12
sky130_fd_sc_hd__dfxtp_1: 72
sky130_fd_sc_hd__buf_4: 4
sky130_fd_sc_hd__nor4b_1: 4
sky130_fd_sc_hd__a21o_1: 4
sky130_fd_sc_hd__nand3_1: 30
sky130_fd_sc_hd__a21oi_1: 16
sky130_fd_sc_hd__a31oi_1: 4
sky130_fd_sc_hd__ha_1: 45
sky130_fd_sc_hd__a211o_1: 4
sky130_fd_sc_hd__edfxtp_1: 21
sky130_fd_sc_hd__o211ai_1: 4
sky130_fd_sc_hd__nand2b_1: 7
sky130_fd_sc_hd__nor2b_1: 7
sky130_fd_sc_hd__o21ai_0: 19
sky130_fd_sc_hd__xnor2_1: 13
==> worst paths after layout <==
| path | start | to | slack [ps] | depth (start not counted) |
|---|---|---|---|---|
| worst max register to register | scoreA[2] | seg[6] | 1690 | 12 |
| worst max-delay path | master_reset | seg[6] | 1550 | 9 |
| worst min-delay path | clk_1[0] | clk_1[0] | 430 | 1 |
| worst min register to register | clk_1[0] | clk_1[0] | 430 | 1 |
==> logic make-up after synthesis <==
logic type | count (synthesis)
AOI/OAI and AO/OA | 108
xor gates and xnor gates | 30
adders and majority gates | 45
buffers and inverters | 57
DFF | 93
muxes | 9
other | 2
and+or+nand+nor | 214
Power and IR drop assume default switching activity.
